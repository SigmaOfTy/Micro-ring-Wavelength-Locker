### ./config.mk
export PLATFORM = sky130hd
export DESIGN_NAME = repeat_16x
export DESIGN_NICKNAME = repeat_16x
export VERILOG_FILES = /design/flow/design.v
export SDC_FILE = /design/flow/constraint.sdc
export NUM_CORES = 4
export LEC_CHECK = 1
export CORE_AREA = 10 10 70 70
export DIE_AREA = 0 0 80 80
### ./constraint.sdc
current_design repeat_16x

set clk_period 1.5
set clk_io_pct 0.2

create_clock -name clk0 -period $clk_period [get_ports {clk}]

set non_clock_inputs [all_inputs -no_clocks]
set_input_delay [expr $clk_period * $clk_io_pct] -clock clk0 $non_clock_inputs
set_output_delay [expr $clk_period * $clk_io_pct] -clock clk0 [all_outputs]
### ./design.v
module repeat_16x (
    input  wire                   clk,       
    input  wire                   rst_n,
    input  wire signed [15:0]    din,       
    input  wire                   en_200k,   
    output reg  signed [15:0]    dout       
);
    always @(posedge clk or negedge rst_n) begin
        if (!rst_n) dout <= 16'd0;
        else if (en_200k) dout <= din;  
    end
endmodule
### ./run.sh
#!/bin/bash
# OpenROAD 26Q1-2900-gdf79404cd8, Yosys 0.63+post, stock flow scripts
make -C /OpenROAD-flow-scripts/flow DESIGN_CONFIG=/design/flow/config.mk WORK_HOME=/design/flow/orfs finish
==> CHANGELOG.md <==
## Flow update

- Placed Area: 1040 µm²
- R2r setup slk: 0.72 ns
- CTS root buffer: clkbuf_4
- Place WS: 0.0431 ns
- Tool warnings: 25
- Chip area line of the yosys report: 649 µm²
- Rows: 21
- TNS Setup: 0 ns
- Via density: 3.58
- Critical path's top delay family: buffers and inverters
- Max_cap viols: 0
- Worst-Skew Late Latency: 0.28 ns
- Post-route ant nets: 0
- Synth Seq Share: 61.7%
- Total GRT Usage: 4.89%
- # Post-CTS Setup Buffers: 0
- Max incr delay on CP: 0.47 ns
- Biggest registers after layout: dout (16)
- Area grow syn2layout: 66.3%
- Pwr/cell area: 918 nW/µm²
- Iteration-0 DRC count of the detailed router: 14
- Max reg flops: 16
- Horiz. Die Dim: 80 µm
- CP required: 1.20 ns
- Worst Skew: 0 ns
- Peak VDD IR: 0.559 mV
- Worst path bufs/invs: 1
- Clock Sink Count: 16
- Fin crit period: 1.43 ns
- RD Place Congestion: 0.743
- DP Wirelength: 1.18 mm
- Total vias in the final route: 422
- Core footprint: 3420 µm²
- Ys Warns: 1
- Share of layout cells above drive strength 1: 30.6%
- Setup ws final: 0.0709 ns
- Setup violations, final: 0
- Top-Level Pins: 35
- Worst hold path type: in2async
- Largest net degree at the start of global routing: 17
- Avg Cell Area, Syn: 19.1 µm²
- Max-area cell share: 61.7%
- Critical path capture point type: output pin
- Main area contributors: dfrtp_1 (62%), mux2_4 (23%), mux2_2 (10%)
- CTS clk-pin slew, worst paths: 0.10 ns
- Register bank with the most flops: dout
- Critical Path AT: 1.13 ns
- First drt pass iteration count: 3
- Fin. max-slew vios: 0
- Fill count: 360
- Final Util: 31.6%
- Initial antenna violation count: 0
- Max-slew headroom: 86.2%
- IO Port Bufs: 34
- Mapped Area: 649 µm²
- Die height: 80 µm
- Post-synthesis cell count: 34
- ANT cells: 0
- Crit Path Category: reg2out
- Unrepaired setup endpoints after global routing: false
- Outcome: finished, final reports clean
- Resize count post-CTS: 0
- CTS max path bufs: 2
- CTS H-tree depth: 1
- Leak pwr: 0.461 nW
- Pre-Place Util: 19.0%
- First-pass GRT wire length: 2.46 mm
- Distinct cells, synth: 5
- Startpoint Class: flop
- Yosys top cell by area: dfrtp_1
- Vias in the first global route: 491
- Hold_buf cts: 0
- #FFs+latches synth: 16
- Achievable Freq: 700 MHz
- Wire length per cell: 13.2 µm
- Max FO, Critical Path: 2
- Worst-Margin Slew: 0.207 ns
- DR DRC count: 0
- Fin area: 1080 µm²
- Cell count listed in synth_stat.txt: 34
- Cell-by-cell trace of the critical path: clkdlybuf4s50_1
- Grt ovf: 0
- Final Cycle Share: 95.3%
- Fin. Hold Viols: 0
- Crit-path slowest cell: clkdlybuf4s50_1
- Die ar.: 6400 µm²
- CTS tree: built
- CTS buffer count: 3
- Wirelength, routed: 1.55 mm
## cell usage after synthesis
library cell / count
dfrtp_1: 16
mux2_4: 10
mux2_2: 6
buf_12: 1
buf_6: 1
## cells by family after synthesis
family / count (synthesis) / share of synthesized area (%)
flops: 16 / 61.7
buf+inv: 2 / 4.82
mux: 16 / 33.5
## metrics by stage
stage                     std cells  power [mW]  hold slack (ns)
after global routing            118        1.06            0.329
after detailed placement        114       0.722            0.493
after global placement          114       0.722            0.495
after CTS                       118        1.02            0.323
after floorplan                  34       0.567          0.00441
final                           118       0.991            0.333
## layout by cell type, fill, tap and decap left out, drive strengths merged
master         Yosys  routed
clkbuf             0       4
clkdlybuf4s50      0      34
mux2              16      16
buf                2       2
dfrtp             16      16
## per-layer routing
layer  part of all wire [%]  global-route usage [%]
met5                      0                       0
met4                   0.52                   0.176
met3                     13                    3.41
met2                     43                    6.98
met1                     44                    6.24
## area by class of cell
cell class / count / area (µm²) / area share [%]
Clock buffer: 4 / 36.3 / 3.36
Multi-Input combinational cell: 16 / 218 / 20.2
Timing Repair Buffer: 36 / 368 / 34.1
Sequential cell: 16 / 400 / 37.1
Tap cell: 46 / 57.6 / 5.33
## final timing paths
check                      startpoint        to  depth (start not counted)
max reg2reg                  dout[11]  dout[11]                          1
max                          dout[11]  dout[11]                          1
min                             rst_n   dout[0]                          2
min in group clk0            dout[12]  dout[12]                          1
min reg2reg                  dout[12]  dout[12]                          1
max in group asynchronous       rst_n   dout[5]                          2
## power breakdown
group	switching [mW]	internal, mW
registers	0.0234	0.474
logic	0.0417	0.170
clock network	0.135	0.148
total	0.200	0.791
Power is estimated from default activity; no workload was simulated.
